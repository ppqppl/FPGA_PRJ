--- design/flow/run.sh ---
#!/bin/bash
# OpenROAD 26Q1-2900-gdf79404cd8, Yosys 0.63+post, stock flow scripts
make -C /OpenROAD-flow-scripts/flow DESIGN_CONFIG=/design/flow/config.mk WORK_HOME=/design/flow/orfs finish
--- design/flow/constraint.sdc ---
current_design sky

set clk_period 10.3
set clk_io_pct 0.2

create_clock -name clk0 -period $clk_period [get_ports {clk}]

set non_clock_inputs [all_inputs -no_clocks]
set_input_delay [expr $clk_period * $clk_io_pct] -clock clk0 $non_clock_inputs
set_output_delay [expr $clk_period * $clk_io_pct] -clock clk0 [all_outputs]
--- design/flow/config.mk ---
export PLATFORM = sky130hd
export DESIGN_NAME = sky
export DESIGN_NICKNAME = sky
export VERILOG_FILES = /design/flow/design.v
export SDC_FILE = /design/flow/constraint.sdc
export NUM_CORES = 4
export LEC_CHECK = 1
export CORE_UTILIZATION = 50
export SYNTH_MEMORY_MAX_BITS = 65536
--- design/flow/design.v ---
module pwn(
	input 			clk			,
	input 			rst_n		,
	input 			cnt_en		,
	input 	[31:0]	counter_arr	,
	input 	[31:0]	counter_ccr	,
	output 	reg 	o_pwn
);
	reg [31:0]counter;
	always@(posedge clk or negedge rst_n)
	if(!rst_n)
		counter <= 32'd0;
	else if(cnt_en)
		begin
			if(counter == 0)
				counter <= counter_arr;
			else 
				counter <= counter - 1'b1;
		end 
	else 
		counter <= counter_arr;
	always@(posedge clk or negedge rst_n)
	if(!rst_n)	
		o_pwn <= 1'b0;
	else if(counter >= counter_ccr)
		o_pwn <= 1'b0;
	else 
		o_pwn <= 1'b1;
endmodule 
module sky(
	input 		clk,
	input 		rst_n,
	output 		beep
);
	reg [31:0]counter_arr;
	wire [31:0]counter_ccr;
	reg [22:0]delay;
	reg [9:0]beat;
	parameter delay_max = 22'd349_9999;
	localparam 
		L1 = 191130,
		L2 = 170241,
		L3 = 151698,
		L4 = 143183,
		L5 = 127550,
		L6 = 113635,
		L7 = 101234,
		M1 = 95546,
		M2 = 85134,
		M3 = 75837,
		M4 = 71581,
		M5 = 63775,
		M6 = 56817,
		M7 = 50617,
		H1 = 47823,
		H2 = 42563,
		H3 = 37921,
		H4 = 35793,
		H5 = 31887,
		H6 = 27408,
		H7 = 25309;
	assign counter_ccr = counter_arr >> 1;
	pwn pwn1
	(
		.clk(clk),
		.rst_n(rst_n),
		.cnt_en(1'b1),
		.counter_arr(counter_arr),
		.counter_ccr(counter_ccr),
		.o_pwn(beep)
	);
	always@(posedge clk or negedge rst_n)
	if(!rst_n)
		delay <= 22'd0;
	else if (delay == 22'd0)
		delay <= delay_max;
	else 
		delay <= delay - 1'b1;
	always@(posedge clk or negedge rst_n)
	if(!rst_n)
		beat <= 10'd0;
	else if(delay == 0)
		begin
			if(beat == 10'd1023)
				beat <= 10'd0;
			else
				beat <= beat + 1'b1;
		end
	else 
		beat <= beat;
	always@(*)
		case(beat)
			1,2,3,4,6,7,8,9,10,11,12,13,15,16,17,18,19,20:counter_arr = H1;
			21,22,23,24,25,26:counter_arr = M6;
			27,28,29,30:counter_arr = H1;
			32,33:counter_arr = H1;
			34,35,36,37,38,39,40,41:counter_arr = M5;
			42,43,44,45:counter_arr = H2;
			46,47:counter_arr = M7;
			48,49,50,51,52,53:counter_arr = H1;
			54,55,56,57:counter_arr = M5;
			59,60:counter_arr = M5;
			61,62,64,65,66,67,68,69,70,71:counter_arr = H1;
			72,73,74,75:counter_arr = H3;
			76,77,78,79,80,81,82,83:counter_arr = H1;
			84,85,86,87:counter_arr = M6;
			89,90,91,92:counter_arr = M6;
			93,94,95,96,97,98,99,100:counter_arr = M5;
			101,102,103,104:counter_arr = H2;
			105,106:counter_arr = M7;
			107,108,109,110,111,112:counter_arr = H1;
			115,116,117,118:counter_arr = M3;
			119,120,121,122:counter_arr = M4;
			123,124,125,126,127,128,129,130:counter_arr = M5;
			131,132,133,134,135,136,137,138:counter_arr = H1;
			139,140,141,142,143,144,145,146:counter_arr = M7;
			147,148,149,150,151,152,153,154,155,156,157,158:counter_arr = M6;
			159,160,161,162:counter_arr = M5;
			163,164,165,166:counter_arr = M2;
			167,168,169,170,171,172,173,174:counter_arr = M4;
			175,176,177,178:counter_arr = M3;
			184,185,186,187,180,181,182,183:counter_arr = M1;
			188,189,190,191:counter_arr = M6;
			192,193:counter_arr = M7;
			194,195,196,197,198,199:counter_arr = M6;
			200,201,202,203:counter_arr = M5;
			205,206,207,208:counter_arr = M3;
			209,210,211,212:counter_arr = M4;
			213,214,215,216:counter_arr = M5;
			217,218,219,220:counter_arr = M6;
			222,221:counter_arr = M7;
			228,223,224,225,226,227:counter_arr = M6;
			232,229,230,231:counter_arr = M5;
			241,234,235,236,237,238,239,240:counter_arr = M5;
			249,242,243,244,245,246,247,248,250,251,252,253:counter_arr = H1;
			254,255,256,257,258,259,260,261:counter_arr = M6;
			263,264,265,266:counter_arr = M6;
			267,268,269,270:counter_arr = M5;
			271,272,273,274,275,276,277,278:counter_arr = H2;
			279,280:counter_arr = M7;
			281,282,283,284,285,286,287,288:counter_arr = H1;
			290,291,292,293:counter_arr = H3;
			294,295,296,297,298,299,300,301:counter_arr = H4;
			305,304,302,303:counter_arr = H3;
			312,313,306,307,308,309,310,311:counter_arr = H1;
			317,316,314,315:counter_arr = M6;
			320,321,318,319:counter_arr = M7;
			322,323:counter_arr = H1;
			324,325,326,327,328,329:counter_arr = H2;
			default:counter_arr = 0;
		endcase 
endmodule
==> impl_metrics.toml <==
# flow metrics
[layout]
lay_top_count = "nor2_1"
drive_above_1_share = 0.0737
lay_top_cells = "77 x nor2_1, 67 x nand2_1, 64 x dfrtp_1"
syn2layout_area_growth_pct = 6.64

[floorplan]
die_width_um = 116
die_h_um = 116
core_sq_um = 12700
pin_count = 3
dieArea_sq_um = 13500
rows = 41
initCoreUtil = 0.516

[worst_setup_path]
slowest_delay_ps = 800
path_delay_family = "AND-OR/OR-AND gates"
start_kind = "register"
crit_path_end_kind = "register"
worst-path-max-fanout = 24
critPathSlowestCell = "ha_1"
worstSetupPathType = "register to register"
worst-path-buf-inv = 0
worstPathArrival_ps = 4960
crit_path_cell_trace = "ha_1 -> and2_1 -> o21ai_0 -> o311a_1 -> a2111oi_0 -> o22ai_1 -> ha_1 -> a21o_1 -> a211oi_1 -> o21ai_0 -> a2111oi_0"
required_ps = 10510

[logic_synthesis]
avgSynthCellArea_sq_um = 7.84
largest_area_cell = "dfrtp_1"
ys.flops = 66
async_flop_share = 1.00
ys_warn_count = 2
netlist_area_sq_um = 6540
synth_cell_types = 77
top_cells_by_area = "dfrtp_1 25%, ha_1 7.8%, nor2_1 4.4%"
yosysSeqAreaShare = 0.253
top_cell_area_share = 0.253
ys_cells = 834
ys.flop_type = "dfrtp_1"
edf_count = 0
ys_area_sq_um = 6540
postSynthCellCount = 834

[pwr]
p_total_mw = 0.625
p_leak_nw = 2.76
pwr_density_cell_nw_per_um2 = 89.7
ir_drop_v = 0.000108

[drt]
wl_per_cell_um = 24.7
routed_wl_mm = 24.1
drtIter0Drc = 1043
drt-vias-per-instance = 6.98
vias = 6795
diodes = 0
drc = 0
ant_nets = 0
drt-pass1-iter-count = 6

[sta]
fin_ws_ps = 5560
period_minus_slack_ps = 4740
worst_slew_pin_slew_ps = 873
max_freq_mhz = 211
maxSlewViolCount = 0
tns_ps = 0
slew-limit-headroom = 0.418
hold_viol = 0
finalSetupViolCount = 0
grt_setup_unrepaired = "no"
skew_ps = 8.67
period_used_share = 0.460

[placement]
place_congestion = 1.07
numPortBuffers = 2
hpwl_mm = 17.1
post-place-ws_ps = 5850

[clocking]
cts-buffers-inserted = 9
clk_pin_slew_ps = 60
cts_tree = "yes"
h-tree-depth = 3
clock_sinks = 66
cts_root_buf = "clkbuf_16"
cts_resized = 0
clk_latency_ps = 340
clockBufferDepth = 2
postCtsSetupBuffers = 0
holdBufCountCts = 0

[grt]
grt_max_degree = 60
grt_pass1_vias = 6393
grt_antenna_before_repair = 0
grt_pass1_wl_mm = 37.1
grt_overflow = 0
grt_use_total = 0.377

[outcome]
status = "completed"

[min_path]
hold_class = "register to register"

[job]
warning_count = 43
maxCapViolCount = 0
## final cells by class
type	count	area, sq um
Multi-Input combinational cell	681	4550
Clock inverter	7	125
Inverter	22	82.6
Clock buffer	9	225
Fill cell	1170	5700
Tap cell	172	215
Timing Repair Buffer	16	120
Sequential cell	66	1650
## state kept, by name, summed over array words and instances, names as in the netlist
register      cells
beat             10
pwn1.o_pwn        1
pwn1.counter     32
delay            23
## worst reg2reg max path: cells and delay by family, from the launching register on
kind	cells	cell delay, ps
adders and majority gates	2	1150
DFF	1	580
and+or+nand+nor	1	580
AOI/OAI and AO/OA	8	2300
## report_power, final
part           switching [mW]  total [mW]  internal [mW]
combinational         0.00506     0.00543       0.000378
sequential                  0       0.259          0.259
clock                   0.122       0.361          0.238
total                   0.127       0.625          0.498
## metal layers
layer | GRT usage | share of wire | up-vias | routed length, um
met5 | 0 | 0 | - | 0
met2 | 0.555 | 0.42 | 497 | 10100
met3 | 0.111 | 0.12 | 107 | 2870
met1 | 0.529 | 0.41 | 3149 | 9830
li1 | - | - | 3042 | -
met4 | 0.144 | 0.050 | 0 | 1210
## per-stage QoR
step / instance area [sq um] / utilization / hold slack, ps / cells
3_5_place_dp: 6620 / 0.522 / 463 / 957
3_3_place_gp: 6620 / 0.522 / 453 / 957
6_report: 6970 / 0.550 / 469 / 973
2_1_floorplan: 6540 / - / 437 / 834
5_1_grt: 6970 / 0.550 / 480 / 973
4_1_cts: 6970 / 0.550 / 470 / 973
## path summary, 6_finish.rpt
path	startpoint	endpoint	slack, ps	cells after the start
worst min register to register	delay[16]$_DFF_PN0_	delay[16]$_DFF_PN0_	470	1
max in group asynchronous	rst_n	pwn1.counter[2]$_DFF_PN0_	7590	2
worst min-delay path	delay[16]$_DFF_PN0_	delay[16]$_DFF_PN0_	470	1
worst max-delay path	beat[0]$_DFFE_PN0P_	pwn1.o_pwn$_DFF_PN0_	5560	11
worst max register to register	beat[0]$_DFFE_PN0P_	pwn1.o_pwn$_DFF_PN0_	5560	11
min in group asynchronous	rst_n	delay[20]$_DFF_PN0_	1780	1
## synth_stat cells (all sizes together) (8+ instances only)
cell type	number
a211o	9
a211oi	14
a21o	12
a21oi	42
a311oi	10
a31oi	9
and2	8
and3	9
buf	19
clkbuf	46
dfrtp	66
ha	41
inv	21
nand2	67
nand2b	17
nand3	24
nor2	77
nor2b	25
nor3	29
nor4	20
o21ai	49
o22ai	13
or2	10
or3	8
xnor2	26
xor2	22
## cells by family after synthesis
family | synth area share
simple gates | 0.262
compound gates | 0.272
buf+inv | 0.0525
flops | 0.253
xor+xnor | 0.0643
fa+ha+maj | 0.0785
mux | 0.0178
