--- flow/design.v ---
module pwn(
	input 			clk			,
	input 			rst_n		,
	input 			cnt_en		,
	input 	[31:0]	counter_arr	,
	input 	[31:0]	counter_ccr	,
	output 	reg 	o_pwn
);
	reg [31:0]counter;
	always@(posedge clk or negedge rst_n)
	if(!rst_n)
		counter <= 32'd0;
	else if(cnt_en)
		begin
			if(counter == 0)
				counter <= counter_arr;
			else 
				counter <= counter - 1'b1;
		end 
	else 
		counter <= counter_arr;
	always@(posedge clk or negedge rst_n)
	if(!rst_n)	
		o_pwn <= 1'b0;
	else if(counter >= counter_ccr)
		o_pwn <= 1'b0;
	else 
		o_pwn <= 1'b1;
endmodule 
module pwn_beep(clk,rst_n,beep);
	input clk;
	input rst_n;
	output beep;
	reg [31:0]counter_arr;
	wire [31:0]counter_ccr;
	reg [25:0]delay_cnt;
	reg [4:0]number;
	localparam 
		L1 = 191130,
		L2 = 170241,
		L3 = 151698,
		L4 = 143183,
		L5 = 127550,
		L6 = 113635,
		L7 = 101234;
	assign counter_ccr = counter_arr >> 1;
	pwn pwn1(
		.clk(clk),
		.rst_n(rst_n),
		.cnt_en(1'b1),
		.counter_arr(counter_arr),
		.counter_ccr(counter_ccr),
		.o_pwn(beep)
	);
	always@(posedge clk or negedge rst_n)
	if(!rst_n)
		delay_cnt <= 25'd0;
	else if(delay_cnt == 0)
		delay_cnt <= 25'd24999999;
	else 
		delay_cnt <= delay_cnt + 1'b1;
	always@(posedge clk or negedge rst_n)
	if(!rst_n)
		number <= 5'd0;
	else if(delay_cnt == 0)
		begin
			if(number == 5'd7)
				number <= 5'd0;
			else 
				number <= number + 1'b1;		
		end 
	else 
		number <= number;
	always@(*)
		case(number)
			0:counter_arr = L1;
			1:counter_arr = L2;
			2:counter_arr = L3;
			3:counter_arr = L4;
			4:counter_arr = L5;
			5:counter_arr = L6;
			6:counter_arr = L7;
			default:counter_arr = L1;
		endcase
endmodule 
--- flow/run.sh ---
#!/bin/bash
# OpenROAD 26Q1-2900-gdf79404cd8, Yosys 0.63+post, stock flow scripts
make -C /OpenROAD-flow-scripts/flow DESIGN_CONFIG=/design/flow/config.mk WORK_HOME=/design/flow/orfs finish
--- flow/config.mk ---
export PLATFORM = sky130hd
export DESIGN_NAME = pwn_beep
export DESIGN_NICKNAME = pwn_beep
export VERILOG_FILES = /design/flow/design.v
export SDC_FILE = /design/flow/constraint.sdc
export NUM_CORES = 4
export LEC_CHECK = 1
export CORE_UTILIZATION = 40
--- flow/constraint.sdc ---
current_design pwn_beep

set clk_period 5.3
set clk_io_pct 0.2

create_clock -name clk0 -period $clk_period [get_ports {clk}]

set non_clock_inputs [all_inputs -no_clocks]
set_input_delay [expr $clk_period * $clk_io_pct] -clock clk0 $non_clock_inputs
set_output_delay [expr $clk_period * $clk_io_pct] -clock clk0 [all_outputs]
==> results.sh <==
# flow metrics
export IMPL_rsz0062_at_grt="false"
export IMPL_io_pins=3
export IMPL_hpwl_um=5460
export IMPL_drcViolationCount=0
export IMPL_p_leak_nw=1.82
export IMPL_clockBufferDepth=2
export IMPL_regArea_um2=1600
export IMPL_fill_cells=875
export IMPL_setup_viol=0
export IMPL_yosys_cells=414
export IMPL_vias=2952
export IMPL_worstPathCellList="inv_1 > ha_1 > nor2b_1 > o31ai_1 > ha_1 > nand4_1 > nor3_1 > a21boi_0 > or4b_1 > a2111oi_0"
export IMPL_timing_hold_violations_final=0
export IMPL_area_growth_pct=10.1
export IMPL_grt_overflow=0
export IMPL_critPathLaunchType="flop"
export IMPL_max_stage_delay_ns=0.51
export IMPL_cp_end_kind="flop"
export IMPL_async_flop_share_pct=100
export IMPL_yosys_register_bits=64
export IMPL_largest_area_cell="dfrtp_1"
export IMPL_r2r_end="pwn1.o_pwn$_DFF_PN0_"
export IMPL_clockRootBuffer="clkbuf_8"
export IMPL_cts_buffers=9
export IMPL_syn_avg_cell_area_um2=9.46
export IMPL_use_met1_pct=26.4
export IMPL_fin_skew_ns=0.00793
export IMPL_fin_ws_ns=2.09
export IMPL_fmax_mhz=312
export IMPL_yosys_area_um2=3920
export IMPL_clock_sinks=64
export IMPL_topCellsByArea="dfrtp_1, ha_1, xor2_1"
export IMPL_postRouteWirelength_um=7770
export IMPL_edf_count=0
export IMPL_cts_hold_buffers=0
export IMPL_dieHeight_um=101
export IMPL_yosysTopAreaCellShare_pct=40.9
export IMPL_dr_first_iter_drc_count=164
export IMPL_grt_pass1_wl_um=13600
export IMPL_drv_slew=0
export IMPL_hold_slack_ns=0.496
export IMPL_top_usage_layer="met2"
export IMPL_diodes=0
export IMPL_grt_max_degree=53
export IMPL_use_met3_pct=3.03
export IMPL_tns_ns=0
export IMPL_antenna_found_initial=0
export IMPL_post_route_period_util_pct=60.5
export IMPL_stdcell_area_um2=4310
export IMPL_cts_tree="done"
export IMPL_synth_cell_types=57
export IMPL_min_path_type="flop to flop"
export IMPL_vdd_drop_max_uv=149
export IMPL_max_cap_violations=0
export IMPL_period_minus_slack_ns=3.21
export IMPL_worst_ep_required_time_ns=5.52
export IMPL_cp_max_fo=10
export IMPL_ant_nets=0
export IMPL_place_area_um2=4060
export IMPL_place_ws_ns=2.15
export IMPL_ys_flop_type="dfrtp_1"
export IMPL_path_class="flop to flop"
export IMPL_cts_setup_buffers=0
export IMPL_timing_rr_start="number[0]$_DFFE_PN0P_"
export IMPL_status="completed"
export IMPL_comb_area_um2=2200
export IMPL_place_gp_congestion=0.847
export IMPL_portBuffers=2
export IMPL_cts_resized=0
export IMPL_hp_start="delay_cnt[25]$_DFF_PN0_"
export IMPL_grt_pass1_vias=2855
export IMPL_cp_arrival_ns=3.43
export IMPL_grt_util_all_layers_pct=17.3
export IMPL_reg2reg_depth=10
export IMPL_fp_dieW_um=101
export IMPL_hold_path_endpoint="delay_cnt[25]$_DFF_PN0_"
export IMPL_netlist_area_um2=3920
export IMPL_relSlewSlack_pct=56.1
export IMPL_warnings=30
export IMPL_fp_util_pct=41.8
export IMPL_drt_first_pass_iters=5
export IMPL_core_area_um2=9370
export IMPL_routedWlPerCell_um=14.1
export IMPL_dieArea_um2=10200
export IMPL_clkSlewWorstSetupHoldPaths_ns=0.08
export IMPL_crit_path_frequent_cell="ha_1"
export IMPL_whs_path_depth=1
export IMPL_viasPerCell=5.36
export IMPL_layout_drive_gt1_share_pct=8.53
export IMPL_num_rows=35
export IMPL_synth_seq_share_pct=40.9
export IMPL_tightest_slew_ns=0.658
export IMPL_yosys_warnings=2
export IMPL_cellPowerDensity_nw_per_um2=239
export IMPL_clk_latency_ns=0.35
export IMPL_syn_instance_count=414
export IMPL_reg2reg_slack_ns=2.09
export IMPL_met2_usage_pct=27.8
export IMPL_crit_slowest_cell="or4b_1"
export IMPL_h_tree_depth=3
==> through the flow <==
step / utilization [%] / instances / total power, W
finish: 46.0 / 551 / 0.00103
global route: 46.0 / 551 / 0.00107
CTS: 46.0 / 551 / 0.00105
detailed placement: 43.3 / 535 / 0.000509
global placement: 43.3 / 535 / 0.000509
floorplan: - / 414 / 0.000498
==> layout by cell type, fill, tap and decap left out, types with 4 or more instances in the layout <==
cell	synthesis	routed
nor2_1	36	36
nor3_1	12	12
a21o_1	5	5
and3_1	6	6
nor4_1	11	11
nand4_1	21	21
dfrtp_1	64	64
mux2i_1	7	7
nand2_1	35	35
ha_1	25	25
clkbuf_8	0	9
xor2_1	21	21
o31ai_1	10	10
inv_1	14	14
o21ai_0	21	21
nand3_1	17	17
a21oi_1	17	17
or3_1	6	6
xnor2_1	18	18
nor2b_1	4	4
buf_4	0	4
==> power by group <==
group / leakage [nW] / switching [W] / internal [W] / total, W
Sequential: 0.749 / 0 / 0.000488 / 0.000488
Clock: 0.126 / 0.000215 / 0.000319 / 0.000534
Combinational: 0.946 / 0.00000916 / 0.000000726 / 0.00000989
==> critical path: cells and delay by family, from the launching register on <==
family | cells | cell delay, ns
AND-OR/OR-AND | 3 | 1.00
AND/OR/NAND/NOR | 4 | 0.88
buffers and inverters | 1 | 0.08
adder cells (fa/ha/maj) | 2 | 0.69
flip-flops | 1 | 0.43
==> kinds of logic after synthesis <==
logic type	synth area share, %
AND-OR/OR-AND	10.4
XOR/XNOR	8.72
adder cells (fa/ha/maj)	7.99
buffers and inverters	2.94
flip-flops	40.9
multiplexers	2.94
AND/OR/NAND/NOR	26.1
==> cell usage after synthesis, drive strengths merged, types with 10 or more instances <==
master / instances
nand4: 21
xnor2: 18
nor4: 14
a21oi: 17
dfrtp: 64
nor3: 14
inv: 14
nor2: 37
clkbuf: 10
o21ai: 22
ha: 25
o31ai: 10
nand2: 35
xor2: 21
nand3: 19
==> routing by layer <==
metal	wire length (µm)	part of all wire, %
met5	0	0
met4	76	0.98
met3	198	2.5
met2	3630	47
met1	3860	50
==> registers in the layout, summed over array words and instances, names as in the netlist <==
name and count:
number 5, pwn1.counter 32, pwn1.o_pwn 1, delay_cnt 26
==> final cells by class <==
cell class,count,share of cell area (%)
multi-input cells,322,51.0
flip-flops and latches,64,37.1
well taps,129,3.74
clock inverters,7,2.96
clock buffers,9,2.87
inverters,14,1.22
repair buffers,6,1.04
==> how the worst max path moves through the flow <==
stage                 slack (ns)                    to                   from  cells after the start
final                       2.09  pwn1.o_pwn$_DFF_PN0_  number[0]$_DFFE_PN0P_                     10
after CTS                   2.13  pwn1.o_pwn$_DFF_PN0_  number[0]$_DFFE_PN0P_                     10
after global routing        1.85  pwn1.o_pwn$_DFF_PN0_  number[0]$_DFFE_PN0P_                     10
No activity file was given, so power comes from the tool's default toggle rates.
